<file path="config.mk">
export PLATFORM = sky130hd
export DESIGN_NAME = fifo
export DESIGN_NICKNAME = fifo
export VERILOG_FILES = /design/flow/design.v
export SDC_FILE = /design/flow/constraint.sdc
export NUM_CORES = 4
export LEC_CHECK = 1
export CORE_UTILIZATION = 50
</file>
<file path="constraint.sdc">
current_design fifo

set clk_period 5.7
set clk_io_pct 0.2

create_clock -name clk0 -period $clk_period [get_ports {clk}]

set non_clock_inputs [all_inputs -no_clocks]
set_input_delay [expr $clk_period * $clk_io_pct] -clock clk0 $non_clock_inputs
set_output_delay [expr $clk_period * $clk_io_pct] -clock clk0 [all_outputs]
</file>
<file path="design.v">
interface fifo_if;
  logic clock, rd, wr;          
  logic full, empty;            
  logic [7:0] data_in;          
  logic [7:0] data_out;         
  logic rst;                    
endinterface
module fifo(input clk, rst, wr, rd,
            input [7:0] din, output reg [7:0] dout,
            output empty, full);
  reg [3:0] wptr = 0, rptr = 0;
  reg [4:0] cnt = 0;
  reg [7:0] mem [15:0];
  always @(posedge clk)
    begin
      if (rst == 1'b1)
        begin
          wptr <= 0;
          rptr <= 0;
          cnt  <= 0;
        end
      else if (wr && !full)
        begin
          mem[wptr] <= din;
          wptr      <= wptr + 1;
          cnt       <= cnt + 1;
        end
      else if (rd && !empty)
        begin
          dout <= mem[rptr];
          rptr <= rptr + 1;
          cnt  <= cnt - 1;
        end
    end
  assign empty = (cnt == 0) ? 1'b1 : 1'b0;
  assign full  = (cnt == 16) ? 1'b1 : 1'b0;
endmodule
</file>
<file path="run.sh">
#!/bin/bash
# OpenROAD 26Q1-2900-gdf79404cd8, Yosys 0.63+post, stock flow scripts
make -C /OpenROAD-flow-scripts/flow DESIGN_CONFIG=/design/flow/config.mk WORK_HOME=/design/flow/orfs finish
</file>
==> impl_metrics.csv <==
group,metric,value,unit
critical_path,crit_start,"wr",
timing,clock.fmax,281.5,MHz
global_routing,grt_pass1_vias,3361,
finish,drive_gt1_share,15.04,%
synth,netlist_top_cells_count,"edfxtp_1, mux2i_1, nor2_1",
cts,ctsResizeCount,0,
die,initial_utilization,52.17,%
global_routing,grt_max_degree,41,
synth,yosysWarnings,1,
cts,htreeDepth,4,
routing,totalWireLength,11780,um
synth,yosysMostFrequentCell,"edfxtp_1",
synth,top_area_share,67.41,%
timing,hold_viol_final,0,
timing,layout_min_cycle_time,3.552,ns
routing,drc_errors,0,
critical_path,r2r-start,"cnt[0]",
critical_path,crit_path_frequent_cell,"inv_1",
finish,regArea,4345,um2
synth,avgSynthCellArea,16.88,um2
synth,top_cells_by_area,"edfxtp_1, mux4_2, mux2i_1",
synth,syn_area,6058,um2
power_and_ir_drop,ir_worst_vdd,0.3280,mV
placement,dpl_cell_area,6407,um2
routing,dr.first_iter.drc_count,242,
global_routing,antenna_found_initial,0,
cts,clk_latency,0.42,ns
critical_path,critPathMaxStageDelay,0.66,ns
cts,clock_sinks,149,
power_and_ir_drop,clkPwrFrac,35.8,%
routing,drtAntennaViolNets,0,
timing,setup_viol,0,
synth,ys.flops,149,
routing,via_per_inst,5.926,
timing,worst_pin_slew,0.8814,ns
finish,combGateArea,1605,um2
routing,vias,3212,
power_and_ir_drop,power.internal,2.182,mW
global_routing,grtUsageTotal,22.26,%
cts,tritoncts,"done",
hold_path,hp-start,"wptr[1]",
die,core-area,11610,um2
routing,wl_per_cell,21.74,um
die,pin_count,22,
critical_path,path_buffers,3,
critical_path,crit_type,"input port to flop",
critical_path,crit_slowest_cell,"clkdlybuf4s50_1",
critical_path,startpoint_type,"input port",
power_and_ir_drop,pwr-share-seq,44.5,%
power_and_ir_drop,sw_frac_of_total,26.45,%
power_and_ir_drop,combPwrFrac,19.6,%
job,tool_warnings,28,
placement,dp_hpwl,7338,um
power_and_ir_drop,leakagePower,2.253,nW
finish,postLayoutCellArea,6975,um2
die,die_x,112.1,um
critical_path,cp_top_family,"AND-OR/OR-AND gates",
global_routing,grt_pass1_wl,18860,um
critical_path,critPathMaxFanout,8,
critical_path,crit_required,6.04,ns
critical_path,arrival,3.89,ns
job,maxCapViolCount,0,
placement,gp_congestion,0.8621,
synth,largest_area_cell,"edfxtp_1",
die,num_rows,39,
global_routing,grt_overflow,0,
timing,rsz0062_at_grt,"no",
synth,synthArstFlopShare,0,%
synth,synth_cell_types,39,
routing,firstDrtPassIters,17,
cts,clk_path_buf_depth,2,
timing,finalCritPeriodShare,62.31,%
cts,cts_setup_buffers,0,
cts,clk_pin_slew_worst_paths,0.06,ns
critical_path,path_cells,"clkdlybuf4s50_1 > inv_1 > a21oi_1 > inv_1 > fa_1 > a21o_1 > a2111o_1 > o211a_1 > a211oi_1",
outcome,status,"complete, no violations",
timing,max_slew_margin,41.02,%
synth,ys_cells,359,
finish,fillers,881,
routing,n_antenna_cell,0,
die,die_y,112.1,um
power_and_ir_drop,p_per_area,425.3,nW/um2
timing,skew,0.004781,ns
synth,ff_type,"edfxtp_1",
timing,setup_tns,0,ns
cts,clockRootBuffer,"clkbuf_16",
timing,finalMaxSlewViolations,0,
synth,edf_count,136,
placement,numPortBuffers,21,
synth,ys_seq_share,71.71,%
critical_path,endpoint_kind,"flop",
synth,synthCells,359,
synth,ys_area,6058,um2
power_and_ir_drop,p_sw,0.7846,mW
die,chip_area,12560,um2
hold_path,hold_path.class,"flop to flop",
finish,syn2layout_area_growth,15.14,%
cts,hold_buffers,0,
cts,cts_made_buffers,17,
stage by stage:
step | utilization [%] | hold slack [ns] | power [mW] | setup WS (ns) | std cells
5_1_grt | 60.06 | 0.5978 | 3.104 | 1.967 | 542
4_1_cts | 60.06 | 0.5674 | 2.990 | 2.152 | 542
3_3_place_gp | 55.17 | 0.5672 | 1.926 | 1.776 | 510
6_report | 60.06 | 0.5681 | 2.967 | 2.148 | 542
3_5_place_dp | 55.17 | 0.5566 | 1.929 | 1.732 | 510
2_1_floorplan | - | 0.5316 | 1.755 | 2.305 | 359
cell families after synthesis:
kind of cell    after synthesis  synth area share (%)
flops                       149                 71.71
buf+inv                      26                 1.797
fa+ha+maj                     9                 1.983
simple gates                 57                 4.378
mux                          49                 11.40
compound gates               63                 7.869
xor+xnor                      6                0.8676
cell usage in the layout (no fill, tap or decap), types with 2 or more instances in the layout:
cell             Yosys  layout
clkinv_4             0       2
xnor2_1              3       3
and2_1               2       2
a22oi_1              8       8
clkinvlp_4           0       4
a221oi_1            16      16
a21oi_1              9       9
o2111ai_1            2       2
o21ai_0             14      14
clkbuf_16            0      17
bufinv_16            0       2
a21o_1               2       2
xor2_1               3       3
buf_4                0       5
mux2i_1             33      33
edfxtp_1           136     136
or3_1                4       4
clkbuf_1             9       3
inv_1                8       8
nor2_1              26      26
dfxtp_1             13      12
nand2_1             15      15
nand3_1              3       3
o211ai_2             2       2
clkinv_2             0       3
mux4_2              16      16
clkdlybuf4s50_1      0      21
a211oi_1             2       2
ha_1                 8       8
worst register-to-register path, cell delays in order, from the launching register on:
cell	delay, ns
dfxtp_1	0.40
nor4_2	0.59
a21oi_1	0.31
inv_1	0.20
ha_1	0.30
a21o_1	0.18
a2111o_1	0.42
o211a_1	0.13
a211oi_1	0.14
routing by layer:
layer	share of wire, %	vias to the layer above	global-route usage (%)	routed length (um)
li1	-	1485	-	-
met1	43	1599	36.55	5050
met2	47	113	32.75	5555
met3	8.3	15	9.411	983
met4	1.6	0	2.756	194
met5	0	-	0	0
power by group through the flow:
stage	Combinational (mW)	Clock (mW)	Sequential, mW
CTS	0.588	1.08	1.32
global route	0.642	1.13	1.33
finish	0.583	1.06	1.32
worst paths after layout:
kind	end	slack [ns]	cells after the start
setup / recovery	cnt[4]	2.15	9
hold / removal	wptr[1]	0.57	2
setup reg to reg	cnt[4]	2.95	8
hold reg to reg	wptr[1]	0.57	2
registers in the layout (all words and copies together), names as in the netlist:
register and count:
cnt 5, dout 8, mem 128, rptr 4
wptr 4
cell type report:
cell class | count | share of cell area (%)
Sequential cell | 149 | 62.30
Inverter | 8 | 0.4305
Clock inverter | 12 | 1.883
Clock buffer | 20 | 6.260
Multi-Input combinational cell | 184 | 23.01
Tap cell | 143 | 2.565
Timing Repair Buffer | 26 | 3.552
Power figures rest on the tool's default switching activity, not on a simulated workload.
