### flow/config.mk
export PLATFORM = sky130hd
export DESIGN_NAME = memory
export DESIGN_NICKNAME = memory
export VERILOG_FILES = /design/flow/design.v
export SDC_FILE = /design/flow/constraint.sdc
export NUM_CORES = 4
export LEC_CHECK = 1
export CORE_UTILIZATION = 50
### flow/constraint.sdc
current_design memory

set clk_period 4.5
set clk_io_pct 0.2

create_clock -name clk0 -period $clk_period [get_ports {clk}]

set non_clock_inputs [all_inputs -no_clocks]
set_input_delay [expr $clk_period * $clk_io_pct] -clock clk0 $non_clock_inputs
set_output_delay [expr $clk_period * $clk_io_pct] -clock clk0 [all_outputs]
### flow/design.v
interface fifo_if;
  logic clock, rd, wr;          
  logic full, empty;            
  logic [7:0] data_in;          
  logic [7:0] data_out;         
  logic rst;                    
endinterface
module memory(
  input clk,
  input reset,
  input write,
  input [8:0]data_in,
  input [4:0]addr,
  output reg [8:0]data_out);
  reg [8:0]ram[32:0];
  always @(posedge clk) begin
     if(write)
      ram[addr]<=data_in;
    else
      data_out<=ram[addr];
  end
endmodule
### flow/run.sh
#!/bin/bash
# OpenROAD 26Q1-2900-gdf79404cd8, Yosys 0.63+post, stock flow scripts
make -C /OpenROAD-flow-scripts/flow DESIGN_CONFIG=/design/flow/config.mk WORK_HOME=/design/flow/orfs finish
==> run summary <==
Implementation results.

The run finished with clean final reports. Counting flops with a built-in enable in the synthesized netlist gives 297. The number of H-tree levels is 1. Post-CTS repair ended up resizing 0 cells. The synthesized netlist has a Yosys-reported chip area of 11800 um^2. The post-detailed-route via-to-cell ratio is 6.17. The power per standard cell area is 434 nW/um^2. The source-to-sink clock delay at the later pin of the worst-skew pair is 0.55 ns. The number of OpenROAD warnings is 26.

The hold buffer count at cts is 0. Per the final layout report, the fraction of cells sized above drive strength 1 comes to 16.7%. The number of antenna violations at the first check in global routing is 0.

The cell chosen for the clock root is sky130_fd_sc_hd__clkbuf_16. According to the floorplan report, the total die area is 24200 um^2. The number of global-route vias before repair is 7168. In the final report, the number of hold violations comes to 0. The number of clock sinks is 297. The final number of max-transition violations is 0. The critical path endpoint category is a flip-flop. The hold-critical path depth is 3. The DRC violations left is 0. No sink is reached through more buffers than the 3 on the longest clock path. Looking at the max-slew report, the worst-margin pin has a slew of 0.817 ns. Pin placement for this block handled 26 I/O pins. The floorplan step defined a core boundary enclosing 22800 um^2. The layout-stage area growth over the synthesis result is 14.9%. The detail route stage leaves a number of antenna-violating nets equal to 0. The worst VDD IR drop from the latest analysis is 0.332 mV. The worst clock skew on the final layout is 0.0131 ns. Setup repair after global routing left no endpoint under its margin. For this run the aggregate overflow at the end of global routing stands at 0. In this run the maximum-capacitance check reported violations numbering 0. The length of the first detailed-routing pass in iterations is 5.

The first global-routing pass estimated 46300 um of wire. The end-of-flow core utilization is 59.2%. The worst pin sits at a relative slew slack of 45.5%. The type of origin of the critical path is an input port. The cell count after synthesis came out at 712. Per the OpenROAD floorplan log, the width of the die is 155 um.

Summed over all routing layers, the global router reports a total usage of 30.1%. The buffers inserted during post-CTS setup optimization is 0. The maximum operating frequency is 320 MHz. Post-synth the commonest register cell is sky130_fd_sc_hd__edfxtp_1. The pin count of the biggest net entering global routing is 33.

In this run the core area contains 55 standard-cell rows. The async set-reset flop share out of synthesis is 0%. The TritonCTS clock tree is built. The clock transition at the registers of the reported paths is 0.06 ns. The height of the die is 155 um. The clock period could shrink to 3.12 ns. Hold is met by 0.820 ns. The total wire length after detailed routing is 31300 um. Per the Yosys statistics, synthesis produced 712 cells. Once iteration 0 of detailed routing completed, the report listed 520 DRC markers.

The post-route clock period utilization is 69.4%. The number of different library cells used by synthesis comes to 59. Before placement the cells fill 51.5% of the core. The routed wirelength normalized by instance count is 27.8 um. The highest-count logic cell in the final layout is sky130_fd_sc_hd__edfxtp_1. The setup total negative slack is 0 ns.

Ranking logic cells in the layout by count gives the top entries 297 x sky130_fd_sc_hd__edfxtp_1, 66 x sky130_fd_sc_hd__buf_4, 37 x sky130_fd_sc_hd__nand2_1, 36 x sky130_fd_sc_hd__nor2_1, 34 x sky130_fd_sc_hd__a22oi_1. The netlist area before placement is 11800 um^2. The path type of the worst min-delay path is reg2reg. The share of synthesized area occupied by flip-flops and latches is 75.8%. The kind of critical path is in2reg. The flip-flop and latch count after synthesis is 297.

The count of warnings emitted by yosys is 1. For this run, the final setup violation count is recorded as 0. According to the timing report, the data required time at the worst endpoint equals 4.75 ns. The final route contains 6928 vias. Data arrives at the worst endpoint at 3.38 ns. The power report puts the leakage power at 4.43 nW. Buffers inserted during clock tree synthesis total 30.

The placed wire-length estimate is 19800 um. The final antenna diode tally reported by the flow is 0. The final weighted congestion recorded by global placement is 0.950.

Each instance of the synthesized netlist takes up on average 16.5 um^2. The quantity of I/O buffers inserted on ports is 24. Per the timing report, the biggest fanout along the worst path comes to 24. The number of cells on the worst reg-to-reg path is 5.
==> registers in the layout, indices dropped and copies added, names as in the netlist <==
name,cells
ram,288
data_out,9
==> worst max-delay path: stages <==
cell and delay (ns):
sky130_fd_sc_hd__buf_2 0.49, sky130_fd_sc_hd__buf_4 0.33, sky130_fd_sc_hd__nor2_1 0.20, sky130_fd_sc_hd__a2111oi_0 0.59, sky130_fd_sc_hd__nor4_1 0.20, sky130_fd_sc_hd__o31ai_1 0.45, sky130_fd_sc_hd__o31ai_1 0.19
==> Yosys cell counts, drive strengths merged (2+ instances only) <==
cell / number / share of area [%]
mux2i: 26 / 2.2
o2bb2ai: 2 / 0.15
or2: 2 / 0.11
o2111ai: 2 / 0.15
and3: 3 / 0.16
clkbuf: 7 / 0.23
a21o: 6 / 0.38
a222oi: 4 / 0.34
nor4: 2 / 0.11
a22o: 8 / 0.60
a2111oi: 2 / 0.15
nand3: 6 / 0.26
o31ai: 2 / 0.13
o311ai: 2 / 0.15
a21oi: 31 / 1.3
nor3: 13 / 0.55
a221oi: 27 / 2.1
a221o: 4 / 0.34
mux2: 14 / 1.3
buf: 40 / 2.4
nor2: 38 / 1.3
inv: 5 / 0.20
nand2: 37 / 1.2
a32o: 3 / 0.26
and2: 3 / 0.16
o21ai: 27 / 1.1
edfxtp: 297 / 76
a22oi: 35 / 2.3
nor2b: 14 / 0.83
o221ai: 4 / 0.30
o22ai: 16 / 0.85
nand2b: 4 / 0.21
mux4: 5 / 1.0
a211oi: 9 / 0.57
==> cells by family after synthesis <==
group | after synthesis | synth area share (%)
AOI/OAI and AO/OA | 190 | 11.6
buffers and inverters | 53 | 2.89
DFF | 297 | 75.8
muxes | 45 | 4.57
and+or+nand+nor | 127 | 5.19
==> per-layer routing <==
metal / global-route usage [%] / vias up / wire (um)
met5: 0 / - / 0
met4: 6.77 / 0 / 933
met3: 17.0 / 70 / 4330
met2: 43.7 / 426 / 14600
met1: 43.8 / 3396 / 11400
li1: - / 3036 / -
==> power breakdown <==
| part | switching, mW | total, mW | internal (mW) | leakage (nW) |
|---|---|---|---|---|
| combinational | 0.254 | 0.376 | 0.123 | 1.29 |
| sequential | 0.00928 | 3.10 | 3.09 | 2.68 |
| clock | 0.972 | 2.40 | 1.43 | 0.462 |
| total | 1.23 | 5.87 | 4.64 | 4.43 |
==> area by class of cell <==
cell class | count | area, um^2
clock buffer | 41 | 813
clock inverter | 14 | 144
fill | 1687 | 9320
inverter | 6 | 27.5
multi-input combinational | 362 | 2510
sequential | 297 | 8920
tap | 313 | 392
timing repair buffer | 90 | 721
==> path summary, 6_finish.rpt <==
| kind | slack, ns | startpoint | endpoint |
|---|---|---|---|
| worst min-delay path | 0.82 | ram[27][8] | data_out[8] |
| worst min register to register | 0.82 | ram[27][8] | data_out[8] |
| worst max-delay path | 1.38 | addr[2] | data_out[0] |
| worst max register to register | 2.30 | ram[7][2] | data_out[2] |
==> per-stage QoR <==
stage | worst slack [ns] | power (mW) | instance area (um^2) | instances
2_1_floorplan | 1.67 | 3.34 | 11800 | 712
3_3_place_gp | 0.847 | 3.52 | 12600 | 1068
3_5_place_dp | 0.797 | 3.53 | 12600 | 1068
4_1_cts | 1.36 | 5.90 | 13500 | 1123
5_1_grt | 1.13 | 6.04 | 13500 | 1123
6_report | 1.38 | 5.87 | 13500 | 1123
Power and IR drop assume default switching activity.
