## design/flow/run.sh

```bash
#!/bin/bash
# OpenROAD 26Q1-2900-gdf79404cd8, Yosys 0.63+post, stock flow scripts
make -C /OpenROAD-flow-scripts/flow DESIGN_CONFIG=/design/flow/config.mk WORK_HOME=/design/flow/orfs finish
```

## design/flow/constraint.sdc

```tcl
current_design fsm_1101

set clk_period 1.0
set clk_io_pct 0.2

create_clock -name clk0 -period $clk_period [get_ports {clk}]

set non_clock_inputs [all_inputs -no_clocks]
set_input_delay [expr $clk_period * $clk_io_pct] -clock clk0 $non_clock_inputs
set_output_delay [expr $clk_period * $clk_io_pct] -clock clk0 [all_outputs]
```

## design/flow/config.mk

```make
export PLATFORM = sky130hd
export DESIGN_NAME = fsm_1101
export DESIGN_NICKNAME = fsm_1101
export VERILOG_FILES = /design/flow/design.v
export SDC_FILE = /design/flow/constraint.sdc
export NUM_CORES = 4
export LEC_CHECK = 1
export CORE_AREA = 10 10 70 70
export DIE_AREA = 0 0 80 80
```

## design/flow/design.v

```verilog
interface fifo_if;
  logic clock, rd, wr;          
  logic full, empty;            
  logic [7:0] data_in;          
  logic [7:0] data_out;         
  logic rst;                    
endinterface
module fsm_1101(
  input clk,
  input rst,
  input in,
  output reg out);
  parameter s0=0, s1=1, s11=2, s110=3;
  reg [0:5]state;
  always @(posedge clk)begin
    if(rst==1'b1)begin
      out <= 0;
      state <= s0;
    end
    else begin 
      case(state)
        s0: begin
          state <= in ? s1:s0; 
          out <= 0;
        end
        s1: begin
          state <= in ? s11:s0; 
          out <= 0;
        end
        s11: begin
          state <= in ? s11:s110; 
          out <= 0;
        end
        s110: begin
          state<=in ? s0:s0; 
          out<=in ? 1:0;
        end
        default:begin
          state <= s0;
          out <= 0;
        end
      endcase
    end
  end
endmodule
```

==> deck_impl_summary.md <==
Flow Results at a Glance

Outcome
  • Outcome: completed

Yosys
  • Post-synth ARST share: 0%
  • Synth unique cells: 6
  • Most numerous cell in the Yosys netlist: dfxtp_1
  • Top-area cell share: 65.0%
  • Register bit total from synthesis: 5
  • Post-synth EDFFs: 0
  • Biggest area cells: dfxtp_1 (65%), and3b_1 (11%), nor3b_2 (8.1%)
  • Synth Instances: 13
  • YS chip area: between 150 and 200 sq um
  • Mean Syn Cell Area: 11.8 sq um
  • Top FF cell, synth: dfxtp_1
  • Synth Seq Share: 65.0%
  • Cells in synth_stat.txt: 13
  • Synth cell count leaders: dfxtp_1 (5), nor2_1 (3), and3b_1 (2)
  • Synth Warn #: 1
  • Synth Cell Area: 154 sq um
  • Synth area leader: dfxtp_1

Place
  • PortBufs: 3
  • Post-DP HPWL: about 240 microns
  • Placed cells: 62
  • Pre-CTS worst setup slack: -62.7 ps
  • Final RePlAce weighted congestion: about 0.59

Critical path
  • Type of the worst setup path: reg -> out
  • Crit-path slowest cell: dfxtp_1
  • CP Buf/Inv Count: 1
  • Sequence of cells on the critical path: clkdlybuf4s15_1
  • CP required: about 800 ps
  • Crit-path max FO: 1
  • Startpoint Class: flip-flop
  • CP Data Arrival Time: between 700 and 800 ps
  • Crit path max-delay family: flip-flops
  • Critical path's largest stage delay: roughly 300 ps
  • CP Capture Type: output port

Detailed routing
  • Starting DRT DRC Count: 3
  • Pre-antenna DRT Iters: 2
  • Routed len/inst: 4.95 microns
  • Routed vias/inst: around 1.7
  • Drc violations: 0
  • Vias: 112
  • Antenna Cells: 0
  • Antenna Violating Nets Remaining: 0
  • Drt total wl: 327 microns

Flow run
  • Tool Warnings: 25
  • MaxCap Viol Count: 0

Clocking
  • Htree depth: 1
  • CTS buffer count: 3
  • Late-Pin Clk Latency: 240 ps
  • CTS tree: built
  • Clock Path Buffers: 2
  • Root Buffer: clkbuf_4
  • Clock transition at the registers of the reported paths: 40 ps
  • Num Clock Sinks: 5
  • Hold buffers post-CTS: 0

Power and ir drop
  • Worst vdd ir: 1.04 mV
  • Leakage: 0.0921 nW
  • P per Cell Area: 1730 mW/mm^2

STA
  • Final period util: 92.6%
  • TNS Setup: 0 ps
  • Endpoints failing hold: 0
  • Worst slew margin: 88.2%
  • Final Skew: 5.48 ps
  • Final Max Tran Viols: 0
  • RSZ-0062 raised after global routing: false
  • Setup ws final: 74.4 ps
  • Period minus WS final: slightly above 900 ps
  • Final-report setup violation count: 0
  • Final hold slack: 460 ps
  • FMAX: between 1000 and 1500 MHz
  • Worst-Margin Slew: 176 ps

Global route
  • GR Overflow Total: 0
  • Largest net degree at the start of global routing: 6
  • Global-route wire length before repair: 565 microns
  • Global-route usage over all layers: ~1.1%
  • Vias in the first global route: 131
  • Initial antenna violation count: 0

Die
  • Starting Density: 4.51%
  • Cell Rows: 21
  • Die span in x: 80 microns
  • IO Pins: 4
  • Die H: 80 microns
  • Chip area: 0.00640 sq mm
  • CORE AREA: 0.00342 sq mm

Layout
  • Finished Layout Cells: about 66
  • Share of layout cells above drive strength 1: 20.0%
  • Syn-to-layout area delta: 74.0%
  • Final core occ: a little under 8%
  • Fillers: about 410

Worst hold path
  • Worst Hold Class: reg -> reg
==> per-stage QoR <==
step,total power [mW],instance area (sq um)
CTS,0.470,267
global placement,0.234,241
floorplan,0.222,154
finish,0.463,268
detailed placement,0.237,241
global route,0.490,268
==> layout by cell type (no fill, tap or decap) <==
master | netlist | routed
nor2_1 | 3 | 3
nor3b_1 | 1 | 1
clkbuf_1 | 0 | 1
clkdlybuf4s15_1 | 0 | 1
nor3b_2 | 1 | 1
clkbuf_4 | 0 | 3
dfxtp_1 | 5 | 5
and3b_1 | 2 | 2
o21ai_0 | 1 | 1
clkdlybuf4s50_1 | 0 | 2
==> cell type report <==
type / instances / area, sq um / share of cell area [%]
clock buffer: 4 / 26.3 / 9.81
multi-input combinational: 8 / 53.8 / 20.1
timing repair buffer: 3 / 30.0 / 11.2
tap: 46 / 57.6 / 21.5
sequential: 5 / 100 / 37.4
==> state kept, by name (all words and copies together), names as in the netlist <==
register and flops:
out 1, state 4
==> power by group <==
| part | internal [mW] | total (mW) | switching (mW) |
|---|---|---|---|
| combinational | 0.0134 | 0.0225 | 0.00905 |
| clock | 0.151 | 0.230 | 0.0789 |
| sequential | 0.207 | 0.211 | 0.00388 |
==> cell families after synthesis <==
group | count (synthesis) | share of synthesized area, %
AND/OR/NAND/NOR | 7 | 31.7
AND-OR/OR-AND | 1 | 3.25
flip-flops | 5 | 65.0
==> worst reg2reg max path: stages, from the launching register on <==
cell and delay, ps:
dfxtp_1 300, nor2_1 100, o21ai_0 90
==> path summary, 6_finish.rpt <==
check	cells past startpoint	start	to	slack, ps
worst min-delay path	2	state[3]	state[0]	460
worst max-delay path	1	out	out	70
worst max register to register	2	state[3]	state[0]	390
worst min register to register	2	state[3]	state[0]	460
==> timing repair <==
item,in CTS,in global routing
setup buffers,0,0
endpoints found under the setup margin,1,1
resized,1,1
==> layer usage <==
layer,track usage [%],vias to the layer above,wire [microns]
met5,0,-,0
met4,0.352,0,0
met3,1.25,0,42
met2,1.28,7,104
met1,1.27,48,181
li1,-,57,-
Power is estimated from default activity; no workload was simulated.
